**design/flow/config.mk**
```make
export PLATFORM = sky130hd
export DESIGN_NAME = drawMachine
export DESIGN_NICKNAME = drawMachine
export VERILOG_FILES = /design/flow/design.v
export SDC_FILE = /design/flow/constraint.sdc
export NUM_CORES = 4
export LEC_CHECK = 1
export CORE_AREA = 10 10 77 77
export DIE_AREA = 0 0 87 87
```
**design/flow/constraint.sdc**
```tcl
current_design drawMachine

set clk_period 2.1
set clk_io_pct 0.2

create_clock -name clk0 -period $clk_period [get_ports {clk}]
create_clock -name clk1 -period $clk_period [get_ports {pulse}]

set non_clock_inputs [all_inputs -no_clocks]
set_input_delay [expr $clk_period * $clk_io_pct] -clock clk0 $non_clock_inputs
set_output_delay [expr $clk_period * $clk_io_pct] -clock clk0 [all_outputs]
```
**design/flow/design.v**
```verilog
module drawMachine(
    input clk,
    input pulse,
    input resetn,
    input [17:0] ledr,
    input [6:0] ledg,
    input [3:0] winner,
    input tie,
    input [1:0] whose_turn,
    output reg [7:0] startx,
    output reg [6:0] starty,
    output reg [2:0] color,
    output reg [2:0] selector
    );
    reg [3:0]  next_state; 
	reg [3:0]  current_state;
    localparam  DrawA1    = 4'b0000,
                DrawB1  = 4'b0001,
                DrawC1    = 4'b0010,
                DrawA2    = 4'b0011,
                DrawB2    = 4'b0100,
                DrawC2    = 4'b0101,
                DrawA3    = 4'b0110,
                DrawB3    = 4'b0111,
                DrawC3    = 4'b1000,
                DrawWinner    = 4'b1001,
                DrawWhoseTurn    = 4'b1010,
                DrawTie    = 4'b1011,
                DrawTie2  = 4'b1110;
    always@(posedge pulse)
    begin: state_table 
            case (current_state)
                DrawA1: begin 
                   next_state <= DrawB1;
                end
                DrawB1: begin 
                   next_state <= DrawC1;
                end
                DrawC1: begin 
                   next_state <= DrawA2;
                end 
                DrawA2: begin 
                   next_state <= DrawB2;
                end 
                DrawB2: begin 
                   next_state <= DrawC2;
                end 
                DrawC2: begin 
                   next_state <= DrawA3;
                end 
                DrawA3: begin 
                   next_state <= DrawB3;
                end 
                DrawB3: begin 
                   next_state <= DrawC3;
                end 
                DrawC3: begin 
                   next_state <= DrawWinner;
                end 
                DrawWinner: begin 
                   next_state <= DrawWhoseTurn;
                end 
                DrawWhoseTurn: begin 
                   next_state <= DrawTie;
                end 
                DrawTie: begin 
                   next_state <= DrawTie2;
                end
                DrawTie2: begin 
                   next_state <= DrawA1;
                end                  
                default:     next_state = DrawA1;
        endcase
    end  
    always @(posedge clk)
    begin: state_FFs
        if(resetn)
            current_state <=  DrawA1;  
        else
            current_state <= next_state;
    end  
    always @(*)
    begin: enable_signals
        startx =0;
        starty =0;
        color=0;
        selector = 3'b000;
        case (current_state)
                DrawA1: begin 
                    startx=8'b0000_0100;
                    starty=7'b000_0100;
                    selector = 3'b000;
                    if (ledr[17:16]==2'b01)
                        color <= 3'b010;
                    else if (ledr[17:16]==2'b11)
                        color <= 3'b001;
                    else 
                        color <= 3'b111;
                end
                DrawB1: begin 
                    startx=8'b0010_1100;
                    starty=7'b000_0100;
                    selector = 3'b000;
                    if (ledr[15:14]==2'b01)
                        color <= 3'b010;
                    else if (ledr[15:14]==2'b11)
                        color <= 3'b001;
                    else 
                        color <= 3'b111;
                end
                DrawC1: begin 
                   startx=8'b0101_0100;
                    starty=7'b000_0100;
                    selector = 3'b000;
                    if (ledr[13:12]==2'b01)
                        color <= 3'b010;
                    else if (ledr[13:12]==2'b11)
                        color <= 3'b001;
                    else 
                        color <= 3'b111;
                end 
                DrawA2: begin 
                   startx=8'b0000_0100;
                    starty=7'b010_1100;
                    selector = 3'b000;
                    if (ledr[11:10]==2'b01)
                        color <= 3'b010;
                    else if (ledr[11:10]==2'b11)
                        color <= 3'b001;
                    else 
                        color <= 3'b111;
                end 
                DrawB2: begin 
                   startx=8'b0010_1100;
                    starty=7'b010_1100;
                    selector = 3'b000;
                    if (ledr[9:8]==2'b01)
                        color <= 3'b010;
                    else if (ledr[9:8]==2'b11)
                        color <= 3'b001;
                    else 
                        color <= 3'b111;
                end 
                DrawC2: begin 
                   startx=8'b0101_0100;
                    starty=7'b010_1100;
                    selector = 3'b000;
                    if (ledr[7:6]==2'b01)
                        color <= 3'b010;
                    else if (ledr[7:6]==2'b11)
                        color <= 3'b001;
                    else 
                        color <= 3'b111;
                end 
                DrawA3: begin 
                   startx=8'b0000_0100;
                    starty=7'b101_0100;
                    selector = 3'b000;
                    if (ledr[5:4]==2'b01)
                        color <= 3'b010;
                    else if (ledr[5:4]==2'b11)
                        color <= 3'b001;
                    else 
                        color <= 3'b111;
                end 
                DrawB3: begin 
                   startx=8'b0010_1100;
                    starty=7'b101_0100;
                    selector = 3'b000;
                    if (ledr[3:2]==2'b01)
                        color <= 3'b010;
                    else if (ledr[3:2]==2'b11)
                        color <= 3'b001;
                    else 
                        color <= 3'b111;
                end 
                DrawC3: begin 
                   startx=8'b0101_0100;
                    starty=7'b101_0100;
                    selector = 3'b000;
                    if (ledr[1:0]==2'b01)
                        color <= 3'b010;
                    else if (ledr[1:0]==2'b11)
                        color <= 3'b001;
                    else 
                        color <= 3'b111;
                end 
                DrawWinner: begin 
                   startx=8'b1001_0001;
                    starty=7'b100_0110; 
                    selector=3'b001;
                    if (winner[3:0]==4'b1011)
                        color <= 3'b010;
                    else if (winner[3:0]==4'b1010)
                        color <= 3'b001;
                    else 
                        color <= 3'b111;
                end 
                DrawWhoseTurn: begin 
                   startx=8'b1001_0001; 
                    starty=7'b110_0100; 
                    selector = 3'b001;
                    if (whose_turn[1:0]==2'b01)
                        color <= 3'b010;
                    else if (whose_turn[1:0]==2'b11)
                        color <= 3'b001;
                    else 
                        color <= 3'b111;
                end 
                DrawTie: begin 
                   startx=8'b1001_0001;
                    starty=7'b101_1010; 
                    selector = 3'b011;
                    if (tie==1'b1)
                        color <= 3'b010;
                    else 
                        color <= 3'b111;
                end
                DrawTie2: begin 
                   startx=8'b1001_0001;
                    starty=7'b101_0000; 
                    selector = 3'b100;
                    if (tie==1'b1)
                        color <= 3'b001;
                    else 
                        color <= 3'b111;
                end              
        endcase
    end  
endmodule
module counterLiupi(
    input clk,
    output reg [16:0] count=0,
    output reg signal
);
  always @(posedge clk)  
  begin
    signal = 0;
    if (count == 6'd10000) 
      begin
        count <= 0; 
        signal <= 1'b1;
      end
    else
      count <= count + 1'b1;
   end
endmodule
```
**design/flow/run.sh**
```bash
#!/bin/bash
# OpenROAD 26Q1-2900-gdf79404cd8, Yosys 0.63+post, stock flow scripts
make -C /OpenROAD-flow-scripts/flow DESIGN_CONFIG=/design/flow/config.mk WORK_HOME=/design/flow/orfs finish
```
==> out/qor.yml <==
worst_setup_path:
  endpoint_kind: "output pin"
  cp.required_ns: 1.68
  cp.arrival_ns: 1.88
  cp-start-kind: "input pin"
  reg2reg_from: "current_state[1]"
  reg2regPathDepth: 8
  rr_endpoint: "next_state[3]"
  cp_max_fo: 4
  critPathKind: "in2out"
  regToRegSetupSlack_ns: 0.72
synthesis:
  synth_chip_area_um2: 933
  ys_top_cells_by_count: "15 x inv_1, 13 x o21ai_0, 10 x nor2b_1"
  syn_avg_cell_area_um2: 6.91
  ys_cells: 135
  area_leaders: "dfxtp_1 17%, o21ai_0 7.0%, ha_1 6.7%"
  syn_inst: 135
  async_flop_share: 0
  synth-edff-count: 0
  ys.flop_type: "dfxtp_1"
  synth_area_um2: 933
  ys_ff: 8
  top_area_cell: "dfxtp_1"
  top_area_frac: 0.172
  ys_seq_frac: 0.172
  ys_warn_count: 2
  top_cell: "inv_1"
  synthDistinctLibCells: 42
sta:
  rsz0062_at_grt: "yes"
  setup_violations: 7
  hold_ws_ns: 0.423
  hold_viol: 0
  fin_ws_ns: -0.198
  final_max_slew_viol_count: 0
route:
  drt_iter0_drc: 110
  post-route-drc-count: 0
  wire_per_inst_um: 15.2
  drtAntennaViolNets: 0
  vias: 1373
  routed_wl_um: 4450
  antennaDiodeCount: 0
  via_per_inst: 4.69
  dr.pass1.iters: 4
outcome:
  status: "complete, but fails checks"
  violations: "negative setup slack"
die:
  initial_core_util: 0.214
  ioPinCount: 56
  die_y_um: 87
  coreArea_um2: 4350
  die_w_um: 87
  num_rows: 24
  chipArea_um2: 7570
grt:
  overflow: 0
  grtUsageMet2: 0.177
  grt_usage: 0.107
  grt_pass1_vias: 1409
  busiest_layer: "met2"
  grt_use_met3: 0.0283
  grt_pass1_wl_um: 6750
  use_met1: 0.134
  grt_max_degree: 16
  antenna_found_initial: 0
placed_design:
  dp.final_hpwl_um: 3100
  place_area_um2: 1750
  numPortBuffers: 45
  gp_congestion: 0.872
cells_and_area:
  drive_gt1_frac: 0.481
  area_growth_pct: 136
  final_area_um2: 2200
worst_hold_path:
  hold_path.class: "reg2reg"
  hold_depth: 1
  holdPathEnd: "current_state[3]"
  min_from: "next_state[3]"
power_and_ir_drop:
  total_leakage_power_nw: 1.03
  p_per_area_nw_per_um2: 424
  ir_worst_vdd_uv: 230
job:
  warning_count: 39
  drv_cap: 0
clocking:
  cts.sinks: 8
  clkTransAtPathRegs_ns: 0.03
  cts_tree: "built"
cells by family (layout without fill, tap and decap cells):
kind of cell | count (synthesis) | in the layout | synth area share
compound gates | 45 | 45 | 0.334
fa+ha+maj | 5 | 5 | 0.0670
buf+inv | 29 | 134 | 0.146
flops | 8 | 8 | 0.172
other cells | 1 | 2 | 0.00402
simple gates | 47 | 47 | 0.278
worst max-delay path, stage by stage:
cell and delay (ns):
clkdlybuf4s50_1 0.53, nor2b_1 0.21, o21ai_1 0.10, or4_1 0.49
buf_2 0.13
layout by cell type, fill, tap and decap left out, drive strengths merged, types with 3 or more instances in the layout:
master	Yosys	final
clkbuf	5	7
buf	9	73
nor2b	10	10
nand3	4	4
dlygate4sd2	0	22
nand2b	3	3
nand2	8	8
dfxtp	8	8
inv	15	15
a21oi	8	8
nand3b	5	5
ha	5	5
o21ai	13	13
nor2	8	8
clkdlybuf4s50	0	13
layout make-up:
type	instances	area, um^2
clock buffer	6	82.6
fill	384	2150
inverter	15	61.3
multi-input combinational	99	857
sequential	8	169
tap	52	65.1
timing repair buffer	113	965
where the power goes:
group	leakage, nW	internal (W)	switching [W]	total (W)
registers	0.0676	0.000164	0.00000834	0.000173
clock network	0.0431	0.000244	0.0000750	0.000319
logic	0.921	0.000263	0.000177	0.000440
total	1.03	0.000671	0.000261	0.000932
state kept, by name, indices dropped and copies added (netlist names):
| signal | count |
|---|---|
| current_state | 4 |
| next_state | 4 |
metrics by stage:
step	worst slack (ns)	utilization	total power [W]	setup TNS [ns]	std cells
final	-0.198	0.505	0.000932	-0.507	293
after global routing	-0.253	0.505	0.000989	-0.921	293
after CTS	-0.203	0.484	0.000903	-0.498	288
after detailed placement	-0.639	0.401	0.000526	-4.35	269
after global placement	-0.650	0.401	0.000525	-4.40	269
after floorplan	0.231	-	0.000291	0	136
repair_timing:
| action | in CTS | in global routing |
|---|---|---|
| hold endpoints to repair | 0 | 0 |
| pin swaps | 19 | 11 |
| setup endpoints to repair | 19 | 11 |
| hold buffers | 0 | 0 |
| gates resized | 104 | 19 |
| buffers inserted | 13 | 5 |
| cloned | 0 | 0 |
worst max path at each step:
stage	from	endpoint	slack (ns)	depth (start not counted)
after CTS	current_state[0]	color[0]	-0.20	7
after global routing	ledr[2]	color[0]	-0.25	5
final	ledr[2]	color[0]	-0.20	5
layer usage:
metal	wire (um)	up-vias	share of wire
li1	-	690	-
met1	1900	634	0.43
met2	2140	43	0.48
met3	339	6	0.076
met4	64	0	0.014
met5	0	-	0
Power is estimated from default activity; no workload was simulated.
